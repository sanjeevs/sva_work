==> design.v <==
module fifo2(input logic wclk, input logic wreset, input push, output logic full,
             input logic rclk, input logic rreset, input pop, output logic empty);
    logic wptr_nxt, wptr, wptr_rclk;
    logic rptr_nxt, rptr, rptr_wclk;
    always_comb begin
        wptr_nxt = push ^ wptr;
    end
    always_ff @(posedge wclk or posedge wreset) begin
        if(wreset) begin
            wptr <= 'd0;
        end
        else begin
            wptr <= wptr_nxt;
        end
    end
    always_comb begin
        full <= (wptr ^ rptr_wclk);
    end
    always_comb begin
        rptr_nxt = pop ^ rptr;
    end
    always_ff @(posedge rclk or posedge rreset) begin
        if(rreset) begin
            rptr <= 'd0;
        end
        else begin
            rptr <= rptr_nxt;
        end
    end
    always_ff @(posedge rclk or posedge rreset) begin
        if(rreset) begin
            empty <= 'd1;
        end
        else if(!empty) begin
            empty <= ((rptr ^wptr_rclk) & pop);
        end
        else if(empty) begin
            empty <= (rptr == wptr_rclk) ? 1'b1 : 1'b0;
        end
    end
    synch_ff2 #(1) wptr_synch (.clk(rclk), .reset(rreset), .d(wptr), .q(wptr_rclk));
    synch_ff2 #(1) rptr_synch (.clk(wclk), .reset(wreset), .d(rptr), .q(rptr_wclk));
endmodule
module synch_ff2 #(parameter int WIDTH=1)(input clk, input reset, 
                                          input logic[WIDTH-1:0] d, 
                                          output logic[WIDTH-1:0] q);
    logic [WIDTH-1:0] d1;
    always_ff @(posedge clk or posedge reset) begin
        if(reset) begin
            d1 <= 'b0;
            q <= 'b0;
        end
        else begin
            d1 <= d;
            q <= d1; 
        end
    end
endmodule
==> run.sh <==
#!/bin/bash
# OpenROAD 26Q1-2900-gdf79404cd8, Yosys 0.63+post, stock flow scripts
make -C /OpenROAD-flow-scripts/flow DESIGN_CONFIG=/design/flow/config.mk WORK_HOME=/design/flow/orfs finish
==> config.mk <==
export PLATFORM = sky130hd
export DESIGN_NAME = fifo2
export DESIGN_NICKNAME = fifo2
export VERILOG_FILES = /design/flow/design.v
export SDC_FILE = /design/flow/constraint.sdc
export NUM_CORES = 4
export LEC_CHECK = 1
export CORE_AREA = 10 10 70 70
export DIE_AREA = 0 0 80 80
==> constraint.sdc <==
current_design fifo2

set clk_period 1.4
set clk_io_pct 0.2

create_clock -name clk0 -period $clk_period [get_ports {rclk}]
create_clock -name clk1 -period $clk_period [get_ports {wclk}]

set non_clock_inputs [all_inputs -no_clocks]
set_input_delay [expr $clk_period * $clk_io_pct] -clock clk0 $non_clock_inputs
set_output_delay [expr $clk_period * $clk_io_pct] -clock clk0 [all_outputs]
==> flow_metrics.env <==
# flow metrics
export IMPL_route_detailed_vias_per_inst=2.01
export IMPL_worst_pin_slew_ns=0.162
export IMPL_cellPowerDensity_nw_per_um2=2120
export IMPL_critPathRequiredTime_ns=1.12
export IMPL_antenna_found_initial=0
export IMPL_synth_sequential_area_ratio_pct=74.6
export IMPL_regToRegEndpoint="empty"
export IMPL_hold_violations=0
export IMPL_final_cells=77
export IMPL_crit_type="reg -> out"
export IMPL_grt_util_all_layers_pct=1.86
export IMPL_number_of_filler_instances_in_the_final_layout=399
export IMPL_firstDrtPassIters=2
export IMPL_crit_path_end_kind="primary output"
export IMPL_grt_max_degree=5
export IMPL_clock_sinks=7
export IMPL_synthesis_warnings=2
export IMPL_floorplan_die_height_microns=80
export IMPL_cts_tree="built"
export IMPL_layout_area_seq_sq_um=176
export IMPL_ys_area_sq_um=236
export IMPL_grt_pass1_wl_microns=869
export IMPL_critical_path_arrival_ns=1.01
export IMPL_dpl_instance_area_sq_um=362
export IMPL_critical_path_start_type="flop"
export IMPL_run_status="finished clean"
export IMPL_numPlacedInstances=68
export IMPL_area_growth_syn_to_layout_pct=77.2
export IMPL_globalRouteOverflowTotal=0
export IMPL_timing_clock_skew_ns=0.00783
export IMPL_swShare_pct=24.7
export IMPL_routed_via_count=155
export IMPL_place_gp_congestion=0.701
export IMPL_post_drt_wl_per_cell_microns=6.95
export IMPL_core_area_sq_um=3420
export IMPL_peakVddDrop_mv=0.608
export IMPL_worst_hold_margin_ns=0.209
export IMPL_switching_power_mw=0.219
export IMPL_warning_count=26
export IMPL_drt_drc_violations_left=0
export IMPL_first_global_vias=188
export IMPL_critical_path_peak_fanout=2
export IMPL_report_final_setup_viol=0
export IMPL_die_area_sq_um=6400
export IMPL_cts_hold_buf=0
export IMPL_ys_cells=15
export IMPL_cell_count_after_synthesis=15
export IMPL_worst_path_max_delay_cell="sky130_fd_sc_hd__dfrtp_1"
export IMPL_totalWireLength_microns=535
export IMPL_clock_transition_time_at_the_flip_flop_clock_pins_of_the_worst_setup_and_hold_paths_ns=0.04
export IMPL_post_synth_cell_area_avg_sq_um=15.8
export IMPL_port_buffer_count=6
export IMPL_power_internal_mw=0.668
export IMPL_fp_util_pct=6.92
export IMPL_slew_violations=0
export IMPL_yosysUniqueCellTypes=6
export IMPL_seq_power_share_pct=42.0
export IMPL_critical_path_startpoint="wptr"
export IMPL_timing_critical_path_slowest_cell_delay_ns=0.38
export IMPL_floorplan_rows=21
export IMPL_power_combinational_fraction_pct=23.1
export IMPL_timing_critical_path_cells="xor2_1, dlygate4sd2_1"
export IMPL_combGateArea_sq_um=52.6
export IMPL_postLayoutCellArea_sq_um=419
export IMPL_final_setup_worst_slack_ns=0.109
export IMPL_power_frac_clock_pct=34.9
export IMPL_max_slew_margin_rel_pct=89.2
export IMPL_rsz0062_at_grt="no"
export IMPL_io_pin_count=8
export IMPL_mappedNetlistArea_sq_um=236
export IMPL_place_detailed_hpwl_microns=386
export IMPL_total_leakage_power_nw=0.182
export IMPL_timing_setup_tns_ns=0
export IMPL_die_x_microns=80
export IMPL_final_antenna_net_count=0
export IMPL_holdCritPathClass="in -> async"
export IMPL_drt_initial_violations=1
export IMPL_setup_reg_to_reg_worst_slack_ns=0.38
export IMPL_detailedPlace_worstSlack_ns=0.101
export IMPL_detail_route_antenna_diodes=0
export IMPL_critPathCapture="full"
export IMPL_max_cap_violations=0
export IMPL_ys_ff=7
export IMPL_r2r_worst_path_cells=2
export IMPL_crit_reg2reg_launch="rptr"
export IMPL_share_of_layout_cells_above_drive_strength_1_pct=29.0
-- cell usage after synthesis --
cell / instances / area [sq um]
sky130_fd_sc_hd__dfrtp_1: 6 / 150
sky130_fd_sc_hd__inv_1: 2 / 7.51
sky130_fd_sc_hd__nor2b_1: 1 / 6.26
sky130_fd_sc_hd__dfstp_2: 1 / 26.3
sky130_fd_sc_hd__xor2_1: 4 / 35.0
sky130_fd_sc_hd__mux2_1: 1 / 11.3
-- registers in the layout, summed over array words and instances (netlist names) --
name           flops
wptr_synch.d1      1
empty              1
wptr               1
rptr               1
rptr_synch.q       1
wptr_synch.q       1
rptr_synch.d1      1
-- stage by stage --
| stage | power [mW] | util, % |
|---|---|---|
| global route | 0.960 | 12.3 |
| finish | 0.887 | 12.3 |
| floorplan | 0.441 | - |
| global placement | 0.587 | 10.6 |
| detailed placement | 0.596 | 10.6 |
| CTS | 0.912 | 12.3 |
-- repair_timing --
item	in CTS	in global routing
setup endpoints to repair	2	0
buffers inserted	1	0
gates resized	2	0
-- final cells by class --
type                            count  share of cell area, %
Tap cell                           46                   13.7
Inverter                            2                   1.79
Timing Repair Buffer                8                   17.3
Sequential cell                     7                   42.1
Multi-Input combinational cell      6                   12.5
Clock buffer                        8                   12.5
-- per-layer routing --
layer	track usage (%)	vias up	wire (microns)
met1	2.22	69	270
met2	1.52	10	151
met5	0	-	0
li1	-	76	-
met4	0.880	0	0
met3	2.61	0	113
-- worst max-delay path: cells and delay by family (launching register included) --
kind	cells	cell delay, ns
buffers and inverters	1	0.25
XOR/XNOR	1	0.16
flip-flops	1	0.38
-- power by group through the flow --
stage	logic (mW)	registers, mW	clock network, mW
final	0.205	0.372	0.309
after global routing	0.230	0.391	0.339
after CTS	0.209	0.375	0.327
-- layout by cell type, fill, tap and decap left out, drive strengths merged --
master and count:
buf 2, clkbuf 8, clkdlybuf4s50 4, dfrtp 6, dfstp 1, dlygate4sd2 2
inv 2, mux2 1, nor2b 1, xor2 4
-- worst min-delay path by stage --
stage / from / endpoint / slack (ns) / cells after the start
after global routing: wreset / rptr_synch.d1 / 0.20 / 2
final: wreset / rptr_synch.d1 / 0.21 / 2
after CTS: wreset / rptr_synch.d1 / 0.21 / 2
-- kinds of logic (layout without fill, tap and decap cells) --
family / after synthesis / after routing / share of synthesized area, %
mux: 1 / 1 / 4.76
buf+inv: 2 / 18 / 3.18
flops: 7 / 7 / 74.6
xor+xnor: 4 / 4 / 14.8
simple gates: 1 / 1 / 2.65
No activity file was given, so power comes from the tool's default toggle rates.
