<file path="/design/flow/run.sh">
#!/bin/bash
# OpenROAD 26Q1-2900-gdf79404cd8, Yosys 0.63+post, stock flow scripts
make -C /OpenROAD-flow-scripts/flow DESIGN_CONFIG=/design/flow/config.mk WORK_HOME=/design/flow/orfs finish
</file>
<file path="/design/flow/config.mk">
export PLATFORM = sky130hd
export DESIGN_NAME = seq_sm
export DESIGN_NICKNAME = seq_sm
export VERILOG_FILES = /design/flow/design.v
export SDC_FILE = /design/flow/constraint.sdc
export NUM_CORES = 4
export LEC_CHECK = 1
export CORE_AREA = 10 10 70 70
export DIE_AREA = 0 0 80 80
</file>
<file path="/design/flow/constraint.sdc">
current_design seq_sm

set clk_period 1.5
set clk_io_pct 0.2

create_clock -name clk0 -period $clk_period [get_ports {clk}]

set non_clock_inputs [all_inputs -no_clocks]
set_input_delay [expr $clk_period * $clk_io_pct] -clock clk0 $non_clock_inputs
set_output_delay [expr $clk_period * $clk_io_pct] -clock clk0 [all_outputs]
</file>
<file path="/design/flow/design.v">
module seq_sm(input clk, input reset, input d, output logic match);
    typedef enum bit[1:0] {S0, S1, S2, S3} state_t;
    state_t state, next_state;
    always_ff @(posedge clk or posedge reset) begin
        if(reset) begin
            state <= S0;
        end
        else begin
            state <= next_state;
        end
    end
    always_comb begin
        next_state = state;
        case(state)
            S0: if(d == 'b1) next_state <= S1;
            S1: if(d == 'b0) next_state <= S2;
            S2: if(d == 'b1) next_state <= S3;
                else next_state <= S0;
            S3: if(d == 1'b1) next_state <= S1;
                else next_state <= S0;
        endcase
    end
    always_comb begin
        match <= (state == S3) ? 1'b1 : 1'b0;
    end
endmodule
</file>
==> flow_summary.ini <==
; flow metrics
[outcome]
status = finished, final reports clean

[yosys]
yosys.cell_types.count = 8
yosysChipArea_um2 = 135
avgSynthCellArea_um2 = 13.5
syn_area_um2 = 135
synth_flops = 4
ys_cells = 10
syn_inst = 10
postSynthSeqShare = 0.750
yosys_warnings = 1

[critical_path]
endpoint_kind = output port
r2r-start = state[2]$_DFF_PP0_
slowest_stage = clkdlybuf4s50_1
path_max_fanout = 3
crit_start = state[3]$_DFF_PP0_
critical-path-top-delay-family = buffers and inverters
required_ns = 1.20
start_kind = flip-flop
crit_chain = clkdlybuf4s50_1
arrival_ns = 1.09
timing.critical_path.buf_inv = 1
max_stage_delay_ns = 0.48
worst-setup-path-type = flip-flop to output port

[clocking]
cts_root_buf = clkbuf_4
cts-buffers-inserted = 3
ctsResizeCount = 0
cts_hold_buffers = 0
post-cts-setup-buffers = 0
cts_tree = done
path_clk_slew_ns = 0.04
cts_buffer_depth = 2
htreeDepth = 1
clock_sinks = 4
clk_latency_ns = 0.24

[pwr]
internal_power_uw = 230
peakVddDrop_mv = 0.111
leakage_nw = 0.0939
p_seq_frac = 0.424
cellPowerDensity_nw_per_um2 = 1160
switching_share = 0.205
netSwitchingPower_uw = 59.3
comb_power_share = 0.066
pwr-share-clk = 0.510

[floorplan]
core-area_um2 = 3420
die_y_um = 80
initCoreUtil = 0.0396
io_pins = 4
rows = 21
chipArea_um2 = 6400
fp.dieW_um = 80

[finish]
lay_top_cells = clkbuf_4 (3), clkdlybuf4s50_1 (3), dfrtp_1 (3)
top_regs = state: 4 flops
largest_reg_flops = 4
utilization = 0.0729
fillers = 409
drive_above_1_share = 0.235
area_growth_pct = 84.3
top_register = state

[timing]
fmax_mhz = 720
hold_ws_ns = 0.254
final.setup_skew_ns = 0.00886
tightest_slew_ns = 0.196
slew_violations = 0
slew_headroom = 0.869
min_period_ns = 1.39
tns_ns = 0
hold_viol = 0
finalCritPeriodShare = 0.925
rsz0062_at_grt = false
setup_viol = 0
layout_setup_ws_ns = 0.112

[grt]
grt_max_degree = 5
grt_pass1_vias = 111
antenna_found_initial = 0
groute.usage.overall = 0.0114
grt_pass1_wl_um = 483
grt-ovfl-total = 0

[detailed_routing]
wire_per_inst_um = 5.00
drt_iter0_markers = 9
firstDrtPassIters = 4
antenna_cells = 0
route.detailed.drc = 0
vias = 95
vias_per_cell = 1.51
drt_wl_total_um = 315
final_antenna_net_count = 0

[place]
gp_congestion = 0.593
port_buffers = 3
post-place-ws_ns = 0.352

[job]
maxCapViolations = 0
tool_warnings = 25

[worst_hold_path]
hold_path.class = primary input to async pin
## power groups by stage
stage | clock, mW | sequential [mW] | combinational (mW)
4_1_cts | 0.156 | 0.123 | 0.0196
5_1_grt | 0.174 | 0.123 | 0.0210
6_report | 0.148 | 0.123 | 0.0191
## cells in the mapped netlist
master,instances,area (µm²)
nor2_1,1,3.75
nor3_1,1,5.00
dfrtp_1,3,75.1
nor2b_1,1,6.26
dfstp_2,1,26.3
inv_1,1,3.75
o31a_1,1,8.76
and2_1,1,6.26
## cell type report
cell class,instances,area [µm²],share of cell area
Inverter,1,3.75,0.0151
Clock buffer,4,26.3,0.106
Sequential cell,4,101,0.407
Tap cell,46,57.6,0.231
Timing Repair Buffer,3,30.0,0.121
Multi-Input combinational cell,5,30.0,0.121
## logic make-up (layout without fill, tap and decap cells)
group | after synthesis | count (layout) | share of synthesized area
flip-flops | 4 | 4 | 0.750
AND/OR/NAND/NOR | 4 | 4 | 0.157
AND-OR/OR-AND | 1 | 1 | 0.0648
buffers and inverters | 1 | 8 | 0.0278
## per-stage QoR
| step | std cells | power [mW] | area (µm²) |
|---|---|---|---|
| 2_1_floorplan | 10 | 0.132 | 135 |
| 3_3_place_gp | 59 | 0.142 | 223 |
| 3_5_place_dp | 59 | 0.144 | 223 |
| 4_1_cts | 63 | 0.298 | 249 |
| 5_1_grt | 63 | 0.318 | 249 |
| 6_report | 63 | 0.289 | 249 |
## layer usage
layer | track usage | share of wire | vias to the layer above
met4 | 0.00704 | 0 | 0
met5 | 0 | 0 | -
met1 | 0.0107 | 0.41 | 46
li1 | - | - | 46
met2 | 0.0112 | 0.40 | 3
met3 | 0.0170 | 0.19 | 0
## final timing paths
path,cells past startpoint,slack [ns],endpoint
min,2,0.25,state[2]$_DFF_PP0_
max in group asynchronous,2,1.01,state[0]$_DFF_PP1_
max reg2reg,1,0.74,state[2]$_DFF_PP0_
min in group clk0,1,0.47,state[3]$_DFF_PP0_
max,1,0.11,match
min reg2reg,1,0.47,state[3]$_DFF_PP0_
Power and IR drop assume default switching activity.
